==> ./config.mk <==
export PLATFORM = sky130hd
export DESIGN_NAME = cronometro
export DESIGN_NICKNAME = cronometro
export VERILOG_FILES = /design/flow/design.v
export SDC_FILE = /design/flow/constraint.sdc
export NUM_CORES = 4
export LEC_CHECK = 1
export CORE_UTILIZATION = 40
==> ./run.sh <==
#!/bin/bash
# OpenROAD 26Q1-2900-gdf79404cd8, Yosys 0.63+post, stock flow scripts
make -C /OpenROAD-flow-scripts/flow DESIGN_CONFIG=/design/flow/config.mk WORK_HOME=/design/flow/orfs finish
==> ./design.v <==
`timescale 1ns / 1ps
module sieteseg(
input [3:0] hex,
output reg [6:0] segment,
output dp
    );
always @ (*)
   case (hex) 
		0: segment = 7'b0000001;
		1: segment = 7'b1001111;
		2: segment = 7'b0010010;
		3: segment = 7'b0000110;
		4: segment = 7'b1001100;
		5: segment = 7'b0100100;
		6: segment = 7'b0100000;
		7: segment = 7'b0001101;
		8: segment = 7'b0000000;
		9: segment = 7'b0000100;
      default: segment = 7'b0000001; 
   endcase	
assign dp = 4'b1011;
endmodule
`timescale 1ns / 1ps
module clocks(
    input clk,
    output refreshClk,
    output clk_point1hz
);
reg [26:0] count = 0;
reg [16:0] refresh = 0;
reg tmp_clk = 0;
reg rclk = 0;
assign clk_point1hz = tmp_clk;
assign refreshClk = rclk;
buf clock_buf_0(
  clk_100mhz,
  clk
);
always @(posedge clk_100mhz) begin
  if (count < 500_000) begin   
    count <= count + 1;
  end
  else begin
    tmp_clk <= ~tmp_clk;
    count <= 0;
  end
end
always @(posedge clk_100mhz) begin
	if (refresh < 10000) begin
		refresh <= refresh + 1;
	end else begin
		refresh <= 0;
		rclk <= ~rclk;
	end
end
endmodule
`timescale 1ns / 1ps
module contador(
    inout rst,
    input button_n,
    input reset_n,
    input clk_point1hz,
    output reg [3:0] reg_d0,
    output reg [3:0] reg_d1,
    output reg [3:0] reg_d2,
    output reg [3:0] reg_d3
);
reg button_n_ff;
reg start_stop;
reg reset_n_ff;
reg reset;
always @ (posedge clk_point1hz or posedge rst) begin
  if (rst) begin
    button_n_ff <= 0;
    start_stop <= 0;
    reset_n_ff <= 0;
    reset <= 0;
  end
  else begin
    button_n_ff <= button_n;
        if (button_n_ff && !button_n)            
                start_stop <= ~start_stop; 
    reset_n_ff <= reset_n;
    if (reset_n_ff && !reset_n)
      reset <=1;
    else
      reset <=0;
  end
end
always @(posedge clk_point1hz)
begin
     if (start_stop == 1 && reset ==1)
        begin
            reg_d0 <= 0;
            reg_d1 <= 0;
            reg_d2 <= 0;
            reg_d3 <= 0;
        end else if (start_stop == 1)
        begin
            reg_d0 <= reg_d0;
            reg_d1 <= reg_d1;
            reg_d2 <= reg_d2;
            reg_d3 <= reg_d3;
        end else if (start_stop != 1)
        begin
          if(reg_d0 == 9)
          begin
             reg_d0 <= 0;
             if (reg_d1 == 9)
                 begin
                    reg_d1 <= 0;
                    if (reg_d2 == 9)
                        begin
                            reg_d2 <= 0;
                            if(reg_d3 == 9)
                                reg_d3 <= 0;
                            else
                                reg_d3 <= reg_d3 + 1;
                        end else
                            reg_d2 <= reg_d2 + 1;
                 end else
                     reg_d1 <= reg_d1 + 1;
          end else
            reg_d0 <= reg_d0 + 1;
         end
end
endmodule
`timescale 1ns / 1ps
module cronometro(
    input clk,
    input button_n,
    input reset_n,
    output [6:0] segment,
    output enable_D1,
    output enable_D2,
    output enable_D3,
    output enable_D4,
    output dp
);
wire clk_point1hz;
wire refreshClk;
reg [3:0] hex;
wire [3:0] reg_d0;
wire [3:0] reg_d1;
wire [3:0] reg_d2;
wire [3:0] reg_d3;
clocks clocksU(
    .clk(clk),
    .refreshClk(refreshClk),
    .clk_point1hz(clk_point1hz)
);
enable enableU(
    .refreshClk(refreshClk),
    .enable_D1(enable_D1),
    .enable_D2(enable_D2),
    .enable_D3(enable_D3),
    .enable_D4(enable_D4)
);
contador contadorU(
    .button_n(button_n),
    .reset_n(reset_n),
    .clk_point1hz(clk_point1hz),
    .reg_d0(reg_d0),
    .reg_d1(reg_d1),
    .reg_d2(reg_d2),
    .reg_d3(reg_d3)
);
sieteseg sietesegU(
    .hex(hex),
    .segment(segment),
    .dp(dp)
);
always @ (*)
case ({enable_D1,enable_D2,enable_D3,enable_D4})
    4'b0111: hex = reg_d0;
    4'b1011: hex = reg_d1;
    4'b1101: hex = reg_d2;
    4'b1110: hex = reg_d3;
    default: hex = 0;
endcase
endmodule
`timescale 1ns / 1ps
module enable(
    input refreshClk,
    output enable_D1, 
    output enable_D2, 
    output enable_D3, 
    output enable_D4
);
reg [3:0] pattern = 4'b0111; 
assign enable_D1 = pattern[3];
assign enable_D2 = pattern[2]; 
assign enable_D3 = pattern[1]; 
assign enable_D4 = pattern[0]; 
always @(posedge refreshClk) begin
  pattern <= {pattern[0],pattern[3:1]};
end
endmodule
==> ./constraint.sdc <==
current_design cronometro

set clk_period 2.3
set clk_io_pct 0.2

create_clock -name clk0 -period $clk_period [get_ports {clk}]

set non_clock_inputs [all_inputs -no_clocks]
set_input_delay [expr $clk_period * $clk_io_pct] -clock clk0 $non_clock_inputs
set_output_delay [expr $clk_period * $clk_io_pct] -clock clk0 [all_outputs]
==> flow_metrics.py <==
# Synthesis and PnR figures
metrics = {
    "outcome": {
        "status": "finished, final reports clean",
    },
    "setup_path": {
        "reg2reg_slack_ns": 0.53,
        "crit_arrival_ns": 1.74,
        "endpoint_kind": "flop",
        "critPathLaunchType": "flop",
        "crit_fanout": 15,
        "r2r-start": "clocksU.refresh[6]$_SDFF_PP0_",
        "ff2ff_path_depth": 3,
        "cp.required_ns": 2.27,
        "r2r_end": "clocksU.rclk$_DFFE_PP_",
        "critPathKind": "reg2reg",
    },
    "clock_network": {
        "hold_buffers": 0,
        "post_cts_buffers": 0,
        "cts-buffers-inserted": 5,
        "cts_max_path_buffers": 2,
        "ctsHtreeMaxLevel": 2,
        "clkLatencyLatePin_ns": 0.29,
        "cts-root-buf": "clkbuf_8",
        "cts.reportedPaths.clkPinSlew_ns": 0.08,
        "cts_resized": 0,
        "cts_tree": "done",
    },
    "final_timing": {
        "final.setup_skew_ns": 0.003214,
        "untimed_endpoints": 43,
        "unclocked_pins": 20,
        "final.setup.worst_slack_ns": 0.5329,
        "slew_headroom": 0.3891,
        "setup_tns_ns": 0,
        "period_used_share": 0.7683,
        "setup_violations": 0,
        "tightestPinTransition_ns": 0.9080,
        "fmax_mhz": 565.9,
        "maxSlewViolCount": 0,
        "min_period_ns": 1.767,
        "hold_viol": 0,
        "rsz0062_at_grt": "no",
    },
    "placement": {
        "gp_congestion": 0.7714,
        "dp_slack_ns": 0.5249,
        "postPlaceCellArea_um2": 3119,
        "dpl.hpwl_um": 3089,
        "port_buffers": 11,
    },
    "layout": {
        "drive_above_1_share": 0.04012,
        "area.combinational_um2": 1338,
        "regArea_um2": 1461,
        "final_area_um2": 3211,
        "fillers": 650,
        "syn2layout_area_growth_pct": 12.69,
    },
    "die": {
        "core_util_floorplan": 0.4170,
        "chip_area_um2": 7464,
        "die_w_um": 86.40,
        "ios": 15,
        "core_um2": 6832,
        "dieHeight_um": 86.40,
        "rows": 30,
    },
    "synth": {
        "yosys.area.top_type_share": 0.3654,
        "synth_area_leader_cell": "dfxtp_1",
        "async_reset_ff_frac": 0,
        "synthesis.area_um2": 2849,
        "top_cells_by_area": "dfxtp_1, edfxtp_1, nor2_1",
        "ys_ff": 66,
        "postSynthSeqShare": 0.5130,
        "ys_cells": 296,
        "avgSynthCellArea_um2": 9.625,
        "synthTopCellsByCount": "nor2_1, dfxtp_1, nand2_1, nand3_1",
        "yosysWarnings": 7,
        "ys_area_um2": 2849,
        "flop_cell": "dfxtp_1",
        "synth-edff-count": 14,
        "top_cell": "nor2_1",
        "yosysUniqueCellTypes": 40,
        "synthCells": 296,
    },
    "route": {
        "ant_nets": 0,
        "drt_iter0_markers": 59,
        "drt-vias-per-instance": 4.743,
        "drt_drc_violations_left": 0,
        "routed-via-count": 1992,
        "post_drt_wl_per_cell_um": 10.11,
        "dr.pass1.iters": 4,
        "num_antenna_cells": 0,
        "drt_wl_total_um": 4248,
    },
    "global_route": {
        "grt_use_total": 0.1263,
        "grt_pass1_vias": 1666,
        "grt_max_degree": 18,
        "antenna_found_initial": 0,
        "overflow": 0,
        "grt_pass1_wl_um": 7424,
    },
    "power_and_ir_drop": {
        "intPower_mw": 1.094,
        "p_leak_nw": 1.156,
        "total_power_mw": 1.361,
        "p_sw_frac": 0.1966,
        "p_sw_mw": 0.2677,
        "p_per_area_nw_per_um2": 424.0,
        "comb_power_share": 0.007,
        "ir_drop_mv": 0.4777,
        "pwr-share-clk": 0.361,
        "seqPwrFrac": 0.632,
    },
    "min_path": {
        "hold_depth": 1,
        "holdPathEnd": "clocksU.count[0]$_SDFF_PP0_",
        "hold_class": "reg2reg",
        "min_from": "clocksU.count[0]$_SDFF_PP0_",
    },
    "flow_run": {
        "warnings": 35,
        "cap_violations": 0,
    },
}
-- sequential cells by signal, summed over array words and instances (netlist names), 4 cells and up --
name	cells
contadorU.reg_d3	4
clocksU.count	27
clocksU.refresh	17
contadorU.reg_d1	4
contadorU.reg_d0	4
enableU.pattern	4
contadorU.reg_d2	4
-- stage by stage --
stage / hold WS (ns) / util / instances
after floorplan: 0.4132 / - / 306
after global placement: 0.4274 / 0.4566 / 412
after detailed placement: 0.4325 / 0.4566 / 412
after CTS: 0.4471 / 0.4700 / 420
after global routing: 0.4638 / 0.4700 / 420
final: 0.4443 / 0.4700 / 420
-- critical path, cell delays in order (launching register included) --
cell	delay [ns]
dfxtp_1	0.33
o41ai_1	0.38
nand2_1	0.10
a2111o_1	0.64
-- area by class of cell --
class,count,share of cell area
sequential,66,0.4552
multi-input combinational,218,0.4166
timing repair buffer,14,0.04131
tap,96,0.03741
clock buffer,7,0.02689
inverter,18,0.02104
clock inverter,1,0.001559
-- power groups by stage --
stage / clock, mW / combinational, mW / sequential, mW
after CTS: 0.510 / 0.00964 / 0.862
after global routing: 0.538 / 0.0117 / 0.864
final: 0.492 / 0.00925 / 0.861
-- metal layers --
metal  up-vias  wire (um)  track usage
met5         -          0            0
met4         0         46      0.01515
met3         4        117      0.01546
met2        30       1887       0.1970
met1       911       2196       0.2053
li1       1047          -            -
-- layout by cell type, fill, tap and decap left out, types with 2 or more instances in the layout --
cell / instances
nor2_1: 57
dfxtp_1: 52
nand2_1: 21
nand3_1: 19
xnor2_1: 18
inv_1: 18
ha_1: 15
xor2_1: 14
edfxtp_1: 14
conb_1: 12
clkdlybuf4s50_1: 11
and3_1: 7
o21ai_0: 6
nor3_1: 6
clkbuf_8: 6
nor4_1: 5
a22oi_1: 5
a32oi_1: 3
o21a_1: 3
a21oi_1: 3
buf_4: 3
nand2b_1: 2
nor2b_1: 2
and4b_1: 2
o21ai_1: 2
mux2i_1: 2
nand4_1: 2
-- worst max path at each step --
stage | startpoint | to | slack (ns)
after CTS | clocksU.refresh[6]$_SDFF_PP0_ | clocksU.rclk$_DFFE_PP_ | 0.51
after global routing | clocksU.refresh[6]$_SDFF_PP0_ | clocksU.rclk$_DFFE_PP_ | 0.43
final | clocksU.refresh[6]$_SDFF_PP0_ | clocksU.rclk$_DFFE_PP_ | 0.53
-- cells by family after synthesis --
logic type                 Yosys count  synth area share
and+or+nand+nor                    128            0.2086
DFF                                 66            0.5130
xor gates and xnor gates            32           0.09838
AOI/OAI and AO/OA                   29           0.07115
buffers and inverters               22           0.03337
adders and majority gates           15           0.06588
other                                2          0.002636
muxes                                2          0.007027
Power and IR drop assume default switching activity.

===== flow/constraint.sdc =====
current_design morse_encoder

set clk_period 2.2
set clk_io_pct 0.2

create_clock -name clk0 -period $clk_period

set non_clock_inputs [all_inputs -no_clocks]
set_input_delay [expr $clk_period * $clk_io_pct] -clock clk0 $non_clock_inputs
set_output_delay [expr $clk_period * $clk_io_pct] -clock clk0 [all_outputs]

===== flow/design.v =====
`timescale 1ns / 1ps
module morse_encoder(
input [0:7] sw,  
output reg [0:3] count,
output reg [0:5] led
    );
    always@(*)
    begin
        if(sw[0:7]== 7'b01000001)                
        begin
            count=2; 
            led[0:5]=6'b010000;        
        end
        else if(sw[0:7]==7'b01000010)           
        begin
            count=4; 
            led[0:5]=6'b100000;        
        end
        else if(sw[0:7]==7'b01000011)           
        begin
            count=4; 
            led[0:5]=6'b101000;        
        end
        else if(sw[0:7]==7'b01000100)           
        begin
            count=3; 
            led[0:5]=6'b100000;        
        end
        else if(sw[0:7]==7'b01000101)           
        begin
            count=1;           
            led[0:5]=6'b000000;        
        end
        else if(sw[0:7]==7'b01000110)           
        begin
            count=4;           
            led[0:5]=6'b001000;        
        end
        else if(sw[0:7]==7'b01000111)           
        begin
            count=3;           
            led[0:5]=6'b110000;        
        end
        else if(sw[0:7]==7'b01001000)           
        begin
            count=4;           
            led[0:5]=6'b000000;        
        end
        else if(sw[0:7]==7'b01001001)           
        begin
            count=3;           
            led[0:5]=6'b000000;        
        end
        else if(sw[0:7]==7'b01001010)           
        begin
            count=4;           
            led[0:5]=6'b011100;        
        end
        else if(sw[0:7]==7'b01001011)           
        begin
            count=3;           
            led[0:5]=6'b101000;        
        end
        else if(sw[0:7]==7'b01001100)           
        begin
            count=4;           
            led[0:5]=6'b010000;        
        end
        else if(sw[0:7]==7'b01001101)           
        begin
            count=2;           
            led[0:5]=6'b110000;        
        end
        else if(sw[0:7]==7'b01001110)           
        begin
            count=2;           
            led[0:5]=6'b100000;        
        end
        else if(sw[0:7]==7'b01001111)           
        begin
            count=3;           
            led[0:5]=6'b111000;        
        end
        else if(sw[0:7]==7'b01010000)           
        begin
            count=4;           
            led[0:5]=6'b011000;        
        end
        else if(sw[0:7]==7'b01010001)           
        begin
            count=4;           
            led[0:5]=6'b110100;        
        end
        else if(sw[0:7]==7'b01010010)           
        begin
            count=3;           
            led[0:5]=6'b010000;        
        end
        else if(sw[0:7]==7'b01010011)           
        begin
            count=3;           
            led[0:5]=6'b000000;        
        end
        else if(sw[0:7]==7'b01010100)           
        begin
            count=1;           
            led[0:5]=6'b100000;        
        end
        else if(sw[0:7]==7'b01010101)           
        begin
            count=3;           
            led[0:5]=6'b001000;        
        end
        else if(sw[0:7]==7'b01010110)           
        begin
            count=4;           
            led[0:5]=6'b000100;        
        end
        else if(sw[0:7]==7'b01010111)           
        begin
            count=3;           
            led[0:5]=6'b011000;        
        end
        else if(sw[0:7]==7'b01011000)           
        begin
            count=4;           
            led[0:5]=6'b100100;        
        end
        else if(sw[0:7]==7'b01011001)           
        begin
            count=4;           
            led[0:5]=6'b101100;        
        end
        else if(sw[0:7]==7'b01011010)           
        begin
            count=4;           
            led[0:5]=6'b110000;        
        end
        else if(sw[0:7]==7'b01000001)           
        begin
            count=5;           
            led[0:5]=6'b111110;        
        end
        else if(sw[0:7]==7'b00110001)           
        begin
            count=5;           
            led[0:5]=6'b011110;        
        end
        else if(sw[0:7]==7'b00110010)           
        begin
            count=5;           
            led[0:5]=6'b001110;        
        end
        else if(sw[0:7]==7'b00110011)           
        begin
            count=5;           
            led[0:5]=6'b000110;        
        end
        else if(sw[0:7]==7'b00110011)           
        begin
            count=5;           
            led[0:5]=6'b000010;        
        end
        else if(sw[0:7]==7'b00110011)           
        begin
            count=5;           
            led[0:5]=6'b000000;        
        end
        else if(sw[0:7]==7'b00110110)           
        begin
            count=5;           
            led[0:5]=6'b100000;        
        end
        else if(sw[0:7]==7'b00110110)           
        begin
            count=5;           
            led[0:5]=6'b110000;        
        end
        else if(sw[0:7]==7'b00110110)           
        begin
            count=5;           
            led[0:5]=6'b111000;        
        end
        else if(sw[0:7]==7'b00110110)           
        begin
            count=5;           
            led[0:5]=6'b111100;        
        end
        else if(sw[0:7]==7'b00110110)           
        begin
            count=6;           
            led[0:5]=6'b010101;        
        end
        else if(sw[0:7]==7'b00110110)           
        begin
            count=6;           
            led[0:5]=6'b110011;        
        end
        else if(sw[0:7]==7'b00110110)           
        begin
            count=6;           
            led[0:5]=6'b001100;        
        end
        else
        begin
            count=1;
            led[0:5]=6'b000000;
        end
    end  
endmodule

===== flow/run.sh =====
#!/bin/bash
# OpenROAD 26Q1-2900-gdf79404cd8, Yosys 0.63+post, stock flow scripts
make -C /OpenROAD-flow-scripts/flow DESIGN_CONFIG=/design/flow/config.mk WORK_HOME=/design/flow/orfs finish

===== flow/config.mk =====
export PLATFORM = sky130hd
export DESIGN_NAME = morse_encoder
export DESIGN_NICKNAME = morse_encoder
export VERILOG_FILES = /design/flow/design.v
export SDC_FILE = /design/flow/constraint.sdc
export NUM_CORES = 4
export LEC_CHECK = 1
export CORE_AREA = 10 10 71 71
export DIE_AREA = 0 0 81 81

==> flow_summary.ini <==
; synthesis and place-and-route metrics
[setup_path]
arrival_ns = 1.72
crit_required_ns = 1.76
cp_max_fo = 5
crit_path_cell_trace = clkdlybuf4s15_2 > buf_6 > xor2_1 > o32a_1 > nor4_4 > a211o_1 > buf_2
cp-end-kind = output port
cpMaxStageDelayCell = o32a_1
slowest_delay_ns = 0.36
crit_type = input pin to output port
startpoint_type = input pin

[grt]
grt_usage = 0.06515
antenna_found_initial = 0
grt_pass1_wl_um = 3643
grt_max_degree = 15
grt_pass1_vias = 784
grt-ovfl-total = 0

[floorplan]
fp_util = 0.1457
core_area_um2 = 3633
dieArea_um2 = 6561
die_h_um = 81
num_rows = 22
ios = 18
fp.dieW_um = 81

[power]
sw_frac_of_total = 0.4742
power_density_nw_per_um2 = 161.0
p_int_uw = 90.38
ir_drop_mv = 0.08804
power_frac_seq = 0
clkPwrFrac = 0
p_leak_uw = 0.0004748
p_comb_frac = 1.000
total_power_uw = 171.9
p_switching_uw = 81.50

[routing]
antenna_cells = 0
postRouteAntennaNets = 0
vias_per_cell = 4.489
dr.pass1.iters = 4
drt_wl_total_um = 2176
drc_errors = 0
vias = 799
wire_per_inst_um = 12.22
drt_first_iter_violations = 50

[cells_and_area]
finalCoreUtilization = 0.2937
n_fill_cell = 380
seq_area_um2 = 0
fin_cells = 178
flops = 0
drive_above_1_share = 0.4846
num-clock-buffers = 0
syn_to_final_growth_pct = 101.7

[synth]
synth_top_area_share = 0.08511
ys_area_um2 = 529.3
yosys-top-cells-count = nor2_1 (9), o21ai_0 (9), a21oi_1 (6)
syn_area_um2 = 529.3
ys_cells = 88
largest_area_cell = o21ai_0
avgSynthCellArea_um2 = 6.014
synthTopCellsByArea = o21ai_0 (8.5%), nor2_1 (6.4%), a21oi_1 (5.7%), mux2i_1 (5.7%), nand2b_1 (4.7%)
ys_warn_count = 1
netlist_instances = 88
ys_seq_frac = 0
netlist-cell-type-count = 36

[run]
cap_violations = 0
warnings = 33

[timing]
slew_viol_final = 0
setup_viol_count_final = 0
timing.final.ws_setup_ns = 0.04303
final.setup.tns_ns = 0
rsz0062_at_grt = yes
period_used_share = 0.9804
fin_crit_ns = 2.157
hold_violations = 0
timing.fmax_mhz = 463.6

[worst_hold_path]
min_path_type = input pin to output port

[place]
dp.cells = 163
hpwlAfterDp_um = 1377
place.gp.congestion = 0.8856
io_buffers = 16
pre_cts_ws_ns = -0.7551

[outcome]
status = finished, final reports clean
routing by layer:
layer / GRT usage / vias to the layer above / wire (um)
met1: 0.08901 / 361 / 1037
met4: 0.006920 / 0 / 21
met3: 0.007795 / 3 / 123
met5: 0 / - / 0
met2: 0.1107 / 30 / 994
li1: - / 405 / -
critical path, delay by kind of cell:
family | cells | cell delay (ns)
AND-OR/OR-AND | 2 | 0.49
buffers and inverters | 3 | 0.39
AND/OR/NAND/NOR | 1 | 0.25
XOR/XNOR | 1 | 0.15
per-stage QoR:
stage          area, um^2  hold slack, ns
3_5_place_dp        860.8           2.047
6_report             1067           1.441
3_3_place_gp        860.8           2.050
5_1_grt              1067           1.484
2_1_floorplan       533.0          0.9041
4_1_cts              1062           1.542
logic make-up after synthesis:
logic type,after synthesis,share of synthesized area
simple gates,35,0.3758
compound gates,30,0.3617
buf+inv,15,0.1300
xor+xnor,3,0.04965
mux,3,0.05674
fa+ha+maj,1,0.01891
other cells,1,0.007085
repair_timing:
action                                  4_1_cts  5_1_grt
endpoints found under the setup margin        8        7
resized                                      58       14
pin swaps                                    15       10
hold buffers                                  0        0
buffers inserted                             15        0
cell type report:
type | count | area [um^2] | share of cell area
timing repair buffer | 53 | 425.4 | 0.3986
tap | 48 | 60.06 | 0.05627
inverter | 3 | 11.26 | 0.01055
multi-input combinational | 74 | 570.5 | 0.5346
power by group through the flow:
stage	registers [uW]	logic, uW	clock network, uW
finish	0	172	0
global route	0	186	0
CTS	0	163	0
path summary, 6_finish.rpt:
kind,slack [ns],start,cells after the start,endpoint
worst max-delay path,0.04,sw[3],7,count[1]
worst min-delay path,1.44,sw[5],5,led[2]
cells in the final DEF, fill, tap and decap left out, types with 3 or more instances in the layout:
cell type	netlist	layout
o21ai_1	0	4
nand2b_4	0	3
dlygate4sd2_1	0	3
buf_2	4	6
nand2_1	4	4
nor4_4	0	3
a31oi_1	3	3
buf_4	2	30
nor2_1	9	8
clkbuf_2	0	3
a21oi_1	6	5
mux2i_1	3	3
buf_6	0	6
clkdlybuf4s15_1	0	3
o21ai_0	9	5
Power is estimated from default activity; no workload was simulated.

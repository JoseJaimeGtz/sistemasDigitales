File: design/flow/design.v
module bin7segLUT(
  input A,
  input B,
  input C,
  input D,
  output a,
  output b,
  output c,
  output d,
  output e,
  output f,
  output g
);
  reg [6:0] seg7;
  assign {a, b, c, d, e, f, g} = seg7;
  always @ * begin
    case ({D, C, B, A})
      4'b0000: seg7 = 7'b0000001;
      4'b0001: seg7 = 7'b1001111;
      4'b0010: seg7 = 7'b0010010;
      4'b0011: seg7 = 7'b0000110;
      4'b0100: seg7 = 7'b1001100;
      4'b0101: seg7 = 7'b0100100;
      4'b0110: seg7 = 7'b0100000;
      4'b0111: seg7 = 7'b0001111;
      4'b1000: seg7 = 7'b0000000;
      4'b1001: seg7 = 7'b0000100;
      4'b1010: seg7 = 7'b0001000;
      4'b1011: seg7 = 7'b1100000;
      4'b1100: seg7 = 7'b0110001;
      4'b1101: seg7 = 7'b1000010;
      4'b1110: seg7 = 7'b0110000;
      4'b1111: seg7 = 7'b0111000;
      default: seg7 = 7'b1111111;
    endcase
  end
endmodule
`timescale 1ns / 1ps
module countCompare
#(
  parameter NBITS = 8
)
(
  input	clk,
  input rst,
  input	[NBITS-1:0] compareValue,
  output reg equal
);
  reg [NBITS-1:0] counter;
  always @ (negedge rst or posedge clk) begin
    if (!rst) begin
      counter <= {NBITS{1'b0}};
    end
    else begin
      if (equal) begin
        counter <= {NBITS{1'b0}};
      end
      else begin
        counter <= counter + 1'b1;
      end
    end
  end
  always @ (compareValue or counter) begin
    if (counter == compareValue) begin
      equal = 1'b1;
    end
    else begin
      equal = 1'b0;
    end
  end
endmodule
module uartRX
(
  clk,
  rst,
  serialRX,
  dataRX,
  done,
  busy
);
  parameter CLKCOUNTER = 10_417;  
  parameter NBITS_COUNTER = 14;  
  localparam IDLE = 3'b000;
  localparam RX_START = 3'b001;
  localparam RX_DATA = 3'b011;
  localparam RX_STOP = 3'b010;
  localparam DONE = 3'b110;
  input clk;
  input rst;
  input serialRX;
  output reg [7:0] dataRX;
  output reg done;
  output reg busy;
  reg [7:0] rDataRX;
  reg [2:0] rDataIdx;
  reg [2:0] rState;
  reg [NBITS_COUNTER-1:0] rClkCounter;
  always @ (posedge clk or negedge rst) begin
    if (!rst) begin
      rState <= IDLE;
      rClkCounter <= {NBITS_COUNTER{1'b0}};
      rDataRX <= 8'd0;
      rDataIdx <= 3'd0;
      dataRX <= 8'b0;
    end
    else begin
      case (rState)
        IDLE: begin
          rClkCounter <= {NBITS_COUNTER{1'b0}};
          rDataRX <= 8'd0;
          rDataIdx <= 3'd0;
          if (!serialRX) begin
            rState <= RX_START;
          end
          else begin
            rState <= IDLE;
          end
        end
        RX_START: begin
          if (rClkCounter < (CLKCOUNTER/2)) begin
            rClkCounter <= rClkCounter + 1'b1;
            rState <= RX_START;
          end
          else begin
            rClkCounter <= {NBITS_COUNTER{1'b0}};
            if (!serialRX) begin
              rState <= RX_DATA;
            end
            else begin
              rState <= IDLE;
            end
          end
        end
        RX_DATA: begin
          if (rClkCounter < CLKCOUNTER) begin
            rClkCounter <= rClkCounter + 1'b1;
            rState <= RX_DATA;
          end
          else begin
            rClkCounter <= {NBITS_COUNTER{1'b0}};
            rDataRX[rDataIdx] <= serialRX;
            if (rDataIdx < 7) begin
              rDataIdx = rDataIdx + 1'b1;
              rState <= RX_DATA;
            end
            else begin
              rDataIdx <= 3'd0;
              rState <= RX_STOP;
            end
          end
        end
        RX_STOP: begin
          if (rClkCounter < CLKCOUNTER) begin
            rClkCounter <= rClkCounter + 1'b1;
            rState <= RX_STOP;
          end
          else begin
            rClkCounter <= {NBITS_COUNTER{1'b0}};
            rState <= DONE;
            dataRX = rDataRX;
          end
        end
        DONE: begin
          rState <= IDLE;
        end
        default: begin
          rState <= IDLE;
        end
      endcase
    end
  end
  always @ (*) begin
    case (rState)
      IDLE: begin
        done <= 1'b0;
        busy <= 1'b0;
      end
      RX_START: begin
        done <= 1'b0;
        busy <= 1'b1;
      end
      RX_DATA: begin
        done <= 1'b0;
        busy <= 1'b1;
      end
      RX_STOP: begin
        done <= 1'b0;
        busy <= 1'b1;
      end
      DONE: begin
        done <= 1'b1;
        busy <= 1'b0;
      end
      default: begin
        done <= 1'b0;
        busy <= 1'b0;
      end
    endcase
  end
endmodule  
module uartRXBasys3
(
  clk,
  btnD,
  RsRx,
  seg,
  dp,
  an,
  led
);
  parameter NBITS_COMPARE = 26;
  parameter COMPARE = 100_000;  
  input clk;
  input btnD;
  input RsRx;
  output [6:0] seg;
  output dp;
  output reg [3:0] an;
  output wire [1:0] led;
  wire [7:0] wDataRX;
  wire rst = !btnD;
  uartRX UART
  (
    .clk (clk),
    .rst (rst),
    .serialRX (RsRx),
    .dataRX (wDataRX),
    .done (led[0]),
    .busy (led[1])
  );
  wire equal2ms;
  reg [1:0] selDispTrans;
  reg [3:0] BCD;
  countCompare
  #(
    .NBITS(NBITS_COMPARE)
  ) COUNTCOMPARE
  (
    .clk (clk),
    .rst (rst),
    .compareValue (COMPARE),
    .equal (equal2ms)
  );
  always @ (posedge clk or negedge rst) begin
    if (!rst) begin
      selDispTrans = 2'b00;
    end
    else begin
      if (equal2ms) begin
        selDispTrans = selDispTrans + 1'b1;
      end
    end
  end
  always @ * begin
    case (selDispTrans)
      0: begin
        BCD = wDataRX[3:0];
        an = 4'b1110;
      end
      1: begin
        BCD = wDataRX[7:4];
        an = 4'b1101;
      end
      default: begin
        BCD = 4'd0;
        an = 4'b1111;
      end
  	endcase
  end
  bin7segLUT DEC7SEG
  (
    .A (BCD[0]),
    .B (BCD[1]),
    .C (BCD[2]),
    .D (BCD[3]),
    .a (seg[0]),
    .b (seg[1]),
    .c (seg[2]),
    .d (seg[3]),
    .e (seg[4]),
    .f (seg[5]),
    .g (seg[6])
  );
  assign dp = 1'b1;
endmodule
File: design/flow/run.sh
#!/bin/bash
# OpenROAD 26Q1-2900-gdf79404cd8, Yosys 0.63+post, stock flow scripts
make -C /OpenROAD-flow-scripts/flow DESIGN_CONFIG=/design/flow/config.mk WORK_HOME=/design/flow/orfs finish
File: design/flow/config.mk
export PLATFORM = sky130hd
export DESIGN_NAME = uartRXBasys3
export DESIGN_NICKNAME = uartRXBasys3
export VERILOG_FILES = /design/flow/design.v
export SDC_FILE = /design/flow/constraint.sdc
export NUM_CORES = 4
export LEC_CHECK = 1
export CORE_UTILIZATION = 30
File: design/flow/constraint.sdc
current_design uartRXBasys3

set clk_period 5.6
set clk_io_pct 0.2

create_clock -name clk0 -period $clk_period [get_ports {clk}]

set non_clock_inputs [all_inputs -no_clocks]
set_input_delay [expr $clk_period * $clk_io_pct] -clock clk0 $non_clock_inputs
set_output_delay [expr $clk_period * $clk_io_pct] -clock clk0 [all_outputs]
==> qor.txt <==
clk sinks -> 66
Root Driver -> clkbuf_16
Max Transition Viols Final -> 0
filler cell count -> 1218
Layout area overhead -> 14.3%
Detailed Route WL -> 6830 um
period utilisation layout -> 0.698
cells after synthesis -> 395
hold-fix buffers at CTS -> 0
CP required -> 4480 ps
wire length per cell -> 11.9 um
CTS Buffer Depth -> 2
Net Sw Power -> 0.217 mW
M1 WL -> 3400 um
first-pass GRT wire length -> 12300 um
Worst Tran Pin Value -> 950 ps
Non-Filler Instances -> 575
simple share -> 0.207
synthesized area -> 3760 um2
syn_area_per_cell -> 9.52 um2
fraction of the yosys area taken by sequential cells -> 0.440
die area -> 13000 um2
clock share of power -> 0.533
RSZ-0062 raised after global routing -> false
largest net degree at the start of global routing -> 46
Worst Skew -> 7.70 ps
Post-synth EDFFs -> 0
status -> completed
Core Region -> 12100 um2
placed cell count -> 559
total CTS buffers -> 9
Cell Int Power -> 0.837 mW
Arr. time, crit path -> 2790 ps
Place WS -> 2040 ps
most frequent cells in the layout -> 65 x dfrtp_1, 45 x nand2_1, 37 x nor2_1
final hold slack -> 468 ps
tool warnings -> 35
gpl congestion -> 0.841
distinct lib cells -> 53
DRC Markers -> 0
final worst setup slack -> 1690 ps
P_leak -> 1.81 nW
Final Cell Area -> 4300 um2
IO buf count -> 13
#FFs+latches synth -> 66
min-delay src -> COUNTCOMPARE.counter[25]$_DFF_PP0_
Worst setup startpoint -> selDispTrans[0]$_DFFE_PP0N_
Max-cap violations -> 0
CTS tree -> built
Adder Share, Synth -> 0.0499
die width -> 114 um
H-tree depth -> 3
TNS Setup -> 0 ps
aoi share -> 0.130
register share of total power -> 0.454
Peak Freq -> 256 MHz
ys cells -> 395
Startpoint Class -> flop
drt first-iter violations -> 124
Detail Route Antenna Nets -> 0
Multiplexer share -> 0.0503
clk slew on worst S/H paths -> 60 ps
Main synth FF type -> dfrtp_1
FF/Latch Area -> 1650 um2
Synth async-reset ratio -> 1.00
placed inst area -> 3990 um2
clock latency on the worst-skew pair -> 330 ps
main kind of combinational logic by area -> simple AND/OR/NAND/NOR gates
Comb gate area -> 1910 um2
Peak VDD IR -> 0.000133 V
Init Core Util -> 0.310
final hold vios -> 0
post-cts resize count -> 0
Total Power -> 1.05 mW
initial antenna violation count -> 0
WL met3 -> 244 um
combinational power share -> 0.013
number of global-route vias before repair -> 2633
post-DR vias/cell -> 4.84
Switching Share -> 0.206
layout cells sized above 1 -> 0.106
Worst Setup End Kind -> primary output
Min-Delay Path Class -> flop to flop
vias post-DR -> 2784
Max transition margin -> 0.367
Crit Path Class -> flop to primary output
Top Ports -> 17
Setup-failing EPs final -> 0
# Post-CTS Setup Buffers -> 0
met2 routed WL -> 3150 um
final core occ -> 0.355
fin crit period -> 3910 ps
CP max FO -> 6
ant diodes -> 0
First-pass DRT Iterations -> 6
YS warnings -> 5
hpwl dp -> 4740 um
row cnt -> 40
area reported by Yosys stat -> 3760 um2
PwrDens -> 245 nW/um2
r2r startpoint -> UART.rClkCounter[8]$_DFFE_PP0P_
Post-Synth XOR/XNOR Area -> 0.0676
DR top layer -> met4
gr usage total -> 0.117
Top cell excl fill/tap -> dfrtp_1
grt total ovfl -> 0
Die H -> 114 um
path summary, 6_finish.rpt:
kind                                                      end  cells past startpoint  slack (ps)
max                                                    seg[3]                      7        1690
min                        COUNTCOMPARE.counter[25]$_DFF_PP0_                      1         470
max reg2reg                   UART.rClkCounter[4]$_DFFE_PP0P_                      5        3380
min reg2reg                COUNTCOMPARE.counter[25]$_DFF_PP0_                      1         470
max in group asynchronous          UART.dataRX[7]$_DFFE_PP0P_                      3        3530
min in group asynchronous  COUNTCOMPARE.counter[17]$_DFF_PP0_                      2        1140
critical path, cell delays in order (launching register included):
cell and delay (ps):
dfrtp_1 340, inv_1 70, ha_1 260, a22oi_1 470
inv_1 180, ha_1 290, mux4_2 450, clkdlybuf4s50_1 400
sequential cells by signal (all words and copies together) (netlist names):
| name | count |
|---|---|
| UART.rState | 5 |
| selDispTrans | 2 |
| UART.rDataIdx | 3 |
| COUNTCOMPARE.counter | 26 |
| UART.rDataRX | 8 |
| UART.rClkCounter | 14 |
| UART.dataRX | 8 |
logic make-up after synthesis:
kind of cell,count (synthesis)
and+or+nand+nor,154
AOI/OAI and AO/OA,74
DFF,66
buffers and inverters,40
xor gates and xnor gates,29
muxes,16
adders and majority gates,15
other,1
Yosys cell counts (all sizes together), types with 5 or more instances:
master,number,area share
dfrtp,65,0.43
nand2,45,0.045
nor2,38,0.039
o21ai,33,0.045
xnor2,20,0.047
inv,18,0.018
nand3,18,0.024
ha,15,0.050
buf,14,0.028
mux2,13,0.039
o211ai,10,0.020
xor2,9,0.021
clkbuf,8,0.0087
nand2b,7,0.012
and4,6,0.014
nand4,6,0.010
a21oi,5,0.0067
and3,5,0.0083
nor3,5,0.0080
or3,5,0.0083
power groups by stage:
stage | sequential, mW | clock, mW | combinational (mW)
4_1_cts | 0.478 | 0.578 | 0.0150
5_1_grt | 0.478 | 0.600 | 0.0166
6_report | 0.478 | 0.562 | 0.0137
final cells by class:
type	instances	area share
clock buffers	10	0.0556
clock inverters	6	0.0151
inverters	18	0.0157
multi-input cells	291	0.444
flip-flops and latches	66	0.385
well taps	168	0.0489
repair buffers	16	0.0355
routing by layer:
metal,global-route usage,vias to the layer above
met2,0.185,45
li1,-,1384
met3,0.0254,4
met1,0.177,1351
met4,0.00952,0
met5,0,-
Power is estimated from default activity; no workload was simulated.
